==> flow/config.mk <==
export PLATFORM = sky130hd
export DESIGN_NAME = cpu_registers
export DESIGN_NICKNAME = cpu_registers
export VERILOG_FILES = /design/flow/design.v
export SDC_FILE = /design/flow/constraint.sdc
export NUM_CORES = 4
export LEC_CHECK = 1
export CORE_UTILIZATION = 30
==> flow/constraint.sdc <==
current_design cpu_registers

set clk_period 26.3
set clk_io_pct 0.2

create_clock -name clk0 -period $clk_period [get_ports {clk}]

set non_clock_inputs [all_inputs -no_clocks]
set_input_delay [expr $clk_period * $clk_io_pct] -clock clk0 $non_clock_inputs
set_output_delay [expr $clk_period * $clk_io_pct] -clock clk0 [all_outputs]
==> flow/design.v <==
`timescale 1ns / 1ps
module cpu_registers (
    input wire clk,	
    input wire rst , 
    input wire write_en,
    input wire [4:0] src1_addr,
    input wire [4:0] src2_addr, 
    input wire [4:0] dst_addr, 
    input wire [32-1:0]data_in    ,  
    output wire [32-1:0] src1_out  ,   
    output wire [32-1:0] src2_out  
);
reg [32-1:0] RFILE [32-1:0];
integer i;
assign src1_out = RFILE[src1_addr] ; 
assign src2_out = RFILE[src2_addr] ; 
always @(posedge clk)
begin 
    if (rst) begin 
        for (i = 0; i < 32; i = i + 1) begin
            RFILE[i] <= { 32 {1'b0} } ; 
        end 
    end else begin 
        if (write_en && dst_addr !== 5'b00000) begin 
            RFILE[dst_addr] <= data_in;				
        end 	
    end
end
endmodule
==> flow/run.sh <==
#!/bin/bash
# OpenROAD 26Q1-2900-gdf79404cd8, Yosys 0.63+post, stock flow scripts
make -C /OpenROAD-flow-scripts/flow DESIGN_CONFIG=/design/flow/config.mk WORK_HOME=/design/flow/orfs finish
==> impl_metrics.py <==
# Generated from Yosys and OpenROAD reports
metrics = {
    "final_timing": {
        "final_hold_viol_count": 0,
        "setup_viol": 0,
        "slew_headroom": 0.336,
        "finalMaxSlewViolations": 0,
        "tightestPinTransition_ps": 994,
        "timing.final.crit_period_ps": 15560,
        "grt_setup_unrepaired": "no",
        "finalCritPeriodShare": 0.592,
        "max_freq_mhz": 64.3,
        "setup_tns_ps": 0,
    },
    "worst_setup_path": {
        "arrival_ps": 10300,
        "endpoint_kind": "output pin",
        "slowest_stage": "buf_4",
        "crit_top_cell": "buf_4",
        "max_stage_delay_ps": 780,
        "crit_chain": "buf_8, buf_4, buf_4, buf_4, buf_4, buf_4, mux2i_1, a22oi_1, a31oi_1, nand3_1, clkdlybuf4s50_1",
        "crit_type": "in -> out",
        "critical_path_required_ps": 21040,
        "crit_path_max_fanout": 56,
        "cp_num_buf_inv": 7,
        "critPathTopFamily": "buffers and inverters",
        "startpoint_type": "primary input",
    },
    "route": {
        "vias": 37700,
        "drtAntennaViolNets": 0,
        "routedWlPerCell_microns": 27.7,
        "drt-pass1-iter-count": 5,
        "drt_iter0_drc": 2441,
        "drt_wl_total_microns": 198000,
        "viasPerCell": 5.28,
        "drcViolationCount": 0,
    },
    "cells_and_area": {
        "top_regs": "RFILE x1024",
        "syn2layout_area_growth_pct": 12.3,
        "largest_reg_flops": 1024,
        "drive_gt1_frac": 0.0806,
        "fillCellCount": 17800,
        "ff_latch_area_sq_mm": 0.0307,
        "largest-register": "RFILE",
        "comb_area_sq_mm": 0.0233,
    },
    "clocking": {
        "clockRootBuffer": "clkbuf_16",
        "numCtsBuffers": 107,
        "post_cts_resized": 0,
        "cts_tree": "yes",
        "cts_htree_levels": 3,
        "path_clk_slew_ps": 60,
        "cts_setup_buffers": 0,
        "numClockSinks": 1024,
        "cts-hold-fix-buffers": 0,
        "clockBufferDepth": 3,
    },
    "power": {
        "p_sw_frac": 0.257,
        "p_sw_w": 0.000993,
        "sequentialPowerShare": 0.499,
        "internal-power_w": 0.00287,
        "leakagePower_nw": 23.9,
        "fin_total_pwr_w": 0.00387,
        "combinationalPowerShare": 0.122,
        "p_per_area_mw_per_mm2": 61.6,
        "peakVddDrop_mv": 0.0522,
        "clkPwrFrac": 0.380,
    },
    "global_routing": {
        "antenna_found_initial": 12,
        "grt.overflow.total": 0,
        "globalRouteTotalUtil": 0.220,
        "grt_pass1_vias": 38300,
        "grt_pass1_wl_microns": 279000,
        "grt_max_degree": 87,
    },
    "die": {
        "chip_area_sq_mm": 0.188,
        "die_x_microns": 434,
        "core_sq_mm": 0.185,
        "core_util_floorplan": 0.302,
        "die_h_microns": 434,
        "io_pins": 114,
        "rows": 158,
    },
    "yosys": {
        "synth_seq_share": 0.550,
        "yosys_warnings": 1,
        "synth_cell_types": 29,
        "ys_cells": 4605,
        "yosys_area_sq_mm": 0.0559,
        "synth_area_sq_mm": 0.0559,
        "synth_cells": 4605,
        "synth.avg_cell_area_sq_um": 12.1,
        "synth_flops": 1024,
    },
    "placed_design": {
        "port_buffers": 113,
        "finalWeightedCongestion": 0.896,
        "dp_hpwl_microns": 114000,
    },
    "worst_hold_path": {
        "hp-class": "in -> reg",
    },
    "status": {
        "status": "finished clean",
    },
    "job": {
        "max_cap_violations": 0,
        "warning_count": 26,
    },
}
placed cells by master, fill, tap and decap left out, types with 33 or more instances in the layout:
cell and count:
nor3_1 64, nand3_1 193, edfxtp_1 1024, buf_4 151
nand2_1 194, mux2i_1 1024, a22oi_1 192, a21oi_1 192
a22o_1 128, a31oi_1 64, and2_1 992, or2_2 33
clkbuf_16 110, clkdlybuf4s50_1 110
cell usage after synthesis, drive strengths merged:
cell    instances  area (sq um)
or3b            2          22.5
nand2         196           736
a31oi          64           400
buf           207          1240
a22oi         192          1440
nand2b          5          31.3
or2            33           206
nand3         194           976
a21oi         192           961
a22o          128          1120
conb            1          3.75
nor3           64           320
and2          994          6220
nor2           35           196
nand3b          4          33.8
nor2b           5          31.3
edfxtp       1024         30700
or3             2          12.5
mux2i        1024         10200
clkbuf        239           933
power by group through the flow:
stage | sequential (W) | clock (W) | combinational, W
final | 0.00193 | 0.00147 | 0.000470
after global routing | 0.00194 | 0.00154 | 0.000498
after CTS | 0.00193 | 0.00149 | 0.000469
area by class of cell:
type	count	share of cell area
clock inverters	58	0.00698
flip-flops and latches	1024	0.490
repair buffers	266	0.0368
clock buffers	136	0.0454
well taps	2480	0.0494
multi-input cells	3166	0.371
diodes	15	0.000598
path summary, 6_finish.rpt:
check	startpoint	to	slack, ps	cells past startpoint
hold / removal	rst	RFILE[0][2]	5160	2
setup / recovery	src2_addr[1]	src2_out[5]	10740	11
routing by layer:
layer | wire length (microns) | global-route usage
met1 | 67200 | 0.242
met2 | 93100 | 0.342
met3 | 25300 | 0.121
met4 | 12100 | 0.113
met5 | 88 | 0.00390
stage by stage:
step | area [sq um] | worst slack (ps) | hold WS (ps) | std cells | utilization
after floorplan | 56000 | 14660 | 5460 | 4636 | -
after global placement | 59500 | 10790 | 5920 | 6936 | 0.321
after detailed placement | 59500 | 10810 | 5920 | 6936 | 0.321
after CTS | 62700 | 10810 | 5140 | 7130 | 0.339
after global routing | 62800 | 10540 | 5180 | 7137 | 0.339
final | 62800 | 10740 | 5160 | 7145 | 0.339
cell families after synthesis:
logic type	share of synthesized area
and+or+nand+nor	0.157
muxes	0.183
DFF	0.550
AOI/OAI and AO/OA	0.0702
buffers and inverters	0.0390
other	0.0000671
Power and IR drop assume default switching activity.
